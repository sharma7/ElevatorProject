==> flow/design.v <==
`timescale 1ns / 1ns
module Elevator(CLOCK_50, SW, HEX0, LEDR, GPIO); 
	input [5:0] SW;
	output [2:0] LEDR;
	output [4:0] GPIO;
	output [6:0] HEX0;
	input CLOCK_50;
	reg stop = 1'b0;
	wire [3:0] count;
	Counter counter(.Clear_b(SW[0]), .clock(CLOCK_50), .ParLoad(2'b01), .q(count));
	hex_decoder hexd0(.hex_digit(count[3:0]), .segments(HEX0));
	always @ (posedge CLOCK_50)
	begin
		if (count == 4'b0011)
			stop <= 1'b1;
	end
    StepperControl driver(CLOCK_50, SW[3], SW[4], stop, LEDR[2:0], GPIO[3:0]);
endmodule
module Counter(Clear_b, clock, ParLoad, q);
  input Clear_b;
  input clock;
  input [1:0] ParLoad;
  output reg [3:0] q;
  wire Enable;
  reg [27:0] f;
  always @(ParLoad)
  begin
	  if (ParLoad == 2'b00)
		 f = 28'd1;
	  else if (ParLoad == 2'b01)
		 f = 28'd49_999_999;
	  else if (ParLoad == 2'b10)
		 f = 28'd99_999_999;
	  else
	    f = 28'd199_499_999;
   end
  stop slow_rate(.delay(Enable), .CLOCK_50(clock), .rate(f));
  always @(posedge clock)
  begin
    if (Clear_b == 1'b0) 
      q <= 0;
    else if (q == 4'b1111)
      q <= 0; 
    else if (Enable == 1'b1) 
      q <= q + 1'b1;
  end
endmodule
module stop(delay, CLOCK_50, rate);
  output reg delay;
  input CLOCK_50;
  input [27:0] rate;
  reg	[27:0] count;
  always @(posedge CLOCK_50)
  begin
    if(count==limit)
      begin
        count<=28'd0;
        delay<=1;
      end
    else
      begin
        count<=count+1;
        delay<=0;
      end
  end
endmodule
module hex_decoder(hex_digit, segments);
    input [3:0] hex_digit;
    output reg [6:0] segments;
    always @(*)
        case (hex_digit)
            4'h0: segments = 7'b100_0000;
            4'h1: segments = 7'b111_1001;
            4'h2: segments = 7'b010_0100;
            4'h3: segments = 7'b011_0000;
            4'h4: segments = 7'b001_1001;
            4'h5: segments = 7'b001_0010;
            4'h6: segments = 7'b000_0010;
            4'h7: segments = 7'b111_1000;
            4'h8: segments = 7'b000_0000;
            4'h9: segments = 7'b001_1000;
            4'hA: segments = 7'b000_1000;
            4'hB: segments = 7'b000_0011;
            4'hC: segments = 7'b100_0110;
            4'hD: segments = 7'b010_0001;
            4'hE: segments = 7'b000_0110;
            4'hF: segments = 7'b000_1110;
            default: segments = 7'h7f;
        endcase
endmodule
module StepperControl(clock, reset, direction, stop, led, stepperPins);
input clock, reset, direction, stop;
output [2:0] led;
reg [2:0] SevenCount;
reg [31:0] Count1;
localparam RATE = 50000000;
always @ (posedge clock)
begin
    if(SevenCount == 3'b111 || reset == 0)
        SevenCount <= 1'b0;
    Count1 = Count1 + 1'b1;
    if(Count1 == RATE)
        begin
            Count1 <= 1'b0;
            SevenCount <= SevenCount + 1'b1;
        end
end
assign led = ~SevenCount;
output [3:0] stepperPins;
reg [3:0] stepperPins;
reg [31:0] Count2;
reg [2:0] step; 
always @ (posedge clock)
begin
	if (stop) 
		begin
			if(Count2 >= 5000000 * (SevenCount + 1))
				begin
					step <= step + 1'b1;
					Count2 <= 1'b0;
				end
			else
				Count2 <= Count2 + 1'b1;
		 end
	else
		if(Count2 >= 45000 * (SevenCount + 1))
			begin
				step <= step + 1'b1;
				Count2 <= 1'b0;
			end
		else
			Count2 <= Count2 + 1'b1;
end
always @ (step)
begin
    case(step)
        0: stepperPins <= direction ? 4'b1000 : 4'b0001;
        1: stepperPins <= direction ? 4'b1100 : 4'b0011;
        2: stepperPins <= direction ? 4'b0100 : 4'b0010;
        3: stepperPins <= direction ? 4'b0110 : 4'b0110;
        4: stepperPins <= direction ? 4'b0010 : 4'b0100;
        5: stepperPins <= direction ? 4'b0011 : 4'b1100;
        6: stepperPins <= direction ? 4'b0001 : 4'b1000;
        7: stepperPins <= direction ? 4'b1001 : 4'b1001;
    endcase
end
endmodule
==> flow/run.sh <==
#!/bin/bash
# OpenROAD 26Q1-2900-gdf79404cd8, Yosys 0.63+post, stock flow scripts
make -C /OpenROAD-flow-scripts/flow DESIGN_CONFIG=/design/flow/config.mk WORK_HOME=/design/flow/orfs finish
==> flow/config.mk <==
export PLATFORM = sky130hd
export DESIGN_NAME = Elevator
export DESIGN_NICKNAME = Elevator
export VERILOG_FILES = /design/flow/design.v
export SDC_FILE = /design/flow/constraint.sdc
export NUM_CORES = 4
export LEC_CHECK = 1
export CORE_UTILIZATION = 30
==> flow/constraint.sdc <==
current_design Elevator

set clk_period 6.7
set clk_io_pct 0.2

create_clock -name clk0 -period $clk_period [get_ports {CLOCK_50}]

set non_clock_inputs [all_inputs -no_clocks]
set_input_delay [expr $clk_period * $clk_io_pct] -clock clk0 $non_clock_inputs
set_output_delay [expr $clk_period * $clk_io_pct] -clock clk0 [all_outputs]
==> run_results.csv <==
group,metric,value,unit
critical_path,crit_path_max_incr_delay,780,ps
flow_run,warnings,44,
run_status,status,"finished, final reports clean",
worst_hold_path,hold_path_class,"flop to flop",
floorplan,fp_util,30.7,%
critical_path,path_max_fanout,21,
synthesis,synth.most_common_cell,"dfxtp_1",
synthesis,synthArstFlopShare,0,%
clock_tree,cts_tree,"built",
clock_tree,cts_max_level,3,
synthesis,synthDominantCellAreaShare,28.7,%
synthesis,synth_top_flop_cell,"dfxtp_1",
sta,period_needed,5950,ps
cells_and_area,drive_gt1_share,4.66,%
sta,slew_viol_final,0,
sta,skew,7.35,ps
critical_path,crit_top_cell,"a21oi_1",
floorplan,ios,22,
sta,fmax,0.168,GHz
critical_path,endpoint_kind,"flop",
flow_run,maxCapViolCount,0,
clock_tree,clock_latency,350,ps
global_route,antenna_found_initial,0,
synthesis,ys_warn_count,8,
clock_tree,numCtsBuffers,9,
critical_path,crit_arrival,6230,ps
pwr,p_leak,3.23,nW
synthesis,synth-edff-count,7,
floorplan,die_w,157,um
clock_tree,postCtsSetupRepairBufs,0,
global_route,grt_pass1_wl,24000,um
critical_path,crit_path_top_delay_cell,"or4b_2",
drt,drtAntennaViolNets,0,
placement,dpl_cell_area,7760,um^2
critical_path,startpoint_type,"flop",
critical_path,critPathKind,"flop to flop",
placement,hpwl,10500,um
sta,finalCritPeriodShare,88.7,%
placement,numPortBuffers,17,
critical_path,startpoint,"driver.SevenCount[0]",
drt,dr_total_vias,5445,
clock_tree,cts_max_path_buffers,2,
synthesis,yosys-top-cells-count,"dfxtp_1, ha_1, a21oi_1, xnor2_1, nor2_1",
global_route,overflow,0,
sta,tightest_slew,717,ps
drt,drt_iter0_markers,231,
synthesis,topCellsByArea,"dfxtp_1, ha_1, xnor2_1",
synthesis,synth_cell_types,70,
pwr,p_total,0.00153,W
drt,firstDrtPassIters,6,
synthesis,seq_area_frac_synth,31.6,%
critical_path,critPathRequiredTime,6980,ps
drt,diodes,0,
synthesis,syn_area_per_cell,8.86,um^2
synthesis,postSynthCellCount,818,
sta,slew_headroom,52.0,%
clock_tree,clockRootBuffer,"clkbuf_16",
global_route,grt_max_degree,30,
placement,gp_congestion,0.849,
drt,via_per_inst,4.71,
floorplan,die_y,157,um
placement,dp_cells,1140,
cells_and_area,stdcell_area,8070,um^2
drt,wl_per_cell,12.1,um
pwr,powerDensity,190,nW/um^2
clock_tree,cts.sinks,111,
clock_tree,ctsHoldBuffers,0,
synthesis,ys_cells,818,
cells_and_area,areaGrowthSynthToFinish,11.4,%
sta,setup-tns-final,0,ps
drt,drt_wl_total,14000,um
synthesis,netlist.top_cell.by_area,"dfxtp_1",
sta,hold_viol,0,
global_route,grt.total_usage,12.0,%
synthesis,numSynthFlops,111,
floorplan,dieArea,24800,um^2
synthesis,netlist_area,7250,um^2
critical_path,crit_chain,"buf_4 > inv_1 > buf_4 > nor2_1 > ha_1 > inv_1 > fa_1 > inv_1 > ha_1 > a21oi_1 > o21bai_1 > a21oi_1 > nor2b_1 > o2111ai_1 > xor2_1 > ha_1 > nand4_1 > a21oi_1 > a2111oi_0 > a21oi_1 > or4b_2 > buf_4 > a21boi_0",
cells_and_area,finalNonFillerCells,1156,
clock_tree,clk_pin_slew,80,ps
floorplan,fp.coreArea,23600,um^2
sta,rsz0062_at_grt,"no",
worst_hold_path,worstHoldStart,"driver.Count1[0]",
global_route,grt_pass1_vias,4923,
drt,drc,0,
clock_tree,postCtsResizedCells,0,
critical_path,worstReg2RegStart,"driver.SevenCount[0]",
pwr,ir_drop,102,uV
synthesis,ys_area,7250,um^2
sta,setup_viol,0,
floorplan,num_rows,56,
layer usage:
layer / global-route usage [%] / share of wire, % / vias up
li1: - / - / 2938
met1: 18.7 / 53 / 2464
met2: 18.4 / 44 / 30
met3: 1.35 / 1.9 / 13
met4: 1.48 / 1.5 / 0
met5: 0 / 0 / -
worst max-delay path: cells and delay by family, from the launching register on:
family	cells	cell delay (ps)
compound gates	8	1610
simple gates	4	1390
fa+ha+maj	4	1380
buf+inv	6	920
flops	1	350
xor+xnor	1	190
cells by family after synthesis:
kind of cell / after synthesis / share of synthesized area, %
muxes: 4 / 0.587
AOI/OAI and AO/OA: 139 / 12.0
other: 2 / 0.104
DFF: 111 / 31.6
xor gates and xnor gates: 111 / 13.4
buffers and inverters: 68 / 3.94
adders and majority gates: 94 / 17.2
and+or+nand+nor: 289 / 21.2
stage by stage:
| stage | worst slack, ps | utilization (%) | hold WS, ps |
|---|---|---|---|
| 2_1_floorplan | 1040 | - | 417 |
| 3_3_place_gp | 748 | 32.9 | 434 |
| 3_5_place_dp | 744 | 32.9 | 442 |
| 4_1_cts | 693 | 34.2 | 455 |
| 5_1_grt | 301 | 34.2 | 478 |
| 6_report | 755 | 34.2 | 455 |
final timing paths:
kind | endpoint | slack, ps | cells past startpoint
min reg2reg | driver.Count1[0] | 460 | 1
max | driver.Count2[1] | 750 | 23
max reg2reg | driver.Count2[1] | 750 | 23
min | driver.Count1[0] | 460 | 1
power by group:
group          leakage (nW)  switching, W  internal [W]
registers             0.910     0.0000111      0.000679
clock network         0.150      0.000259      0.000298
logic                  2.17      0.000149      0.000138
registers in the layout (all words and copies together), names as in the netlist:
name	cells
counter.slow_rate.count	28
HEX0	7
stop	1
counter.q	4
driver.Count2	32
driver.step	3
driver.SevenCount	3
counter.slow_rate.delay	1
driver.Count1	32
placed cells by master, fill, tap and decap left out, types with 8 or more instances in the layout:
master / count
dfxtp_1: 104
ha_1: 85
a21oi_1: 63
xnor2_1: 61
nor2_1: 58
nand2_1: 52
xor2_1: 50
nand3_1: 43
inv_1: 42
nand4_1: 32
o21ai_0: 22
and3_1: 19
nor3_1: 18
clkdlybuf4s50_1: 17
nor4_1: 12
fa_1: 9
clkbuf_16: 9
nor2b_1: 8
and2_1: 8
and4_1: 8
cell type report:
type                       instances  area, um^2
inverter                          42         158
multi-input combinational        644        4690
tap                              319         399
fill                            2413       15500
timing repair buffer              24         223
sequential                       111        2290
clock inverter                     7        86.3
clock buffer                       9         225
Power figures rest on the tool's default switching activity, not on a simulated workload.
